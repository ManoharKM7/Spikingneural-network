`design/flow/config.mk`:
```
export PLATFORM = sky130hd
export DESIGN_NAME = Partial_sum_adder
export DESIGN_NICKNAME = Partial_sum_adder
export VERILOG_FILES = /design/flow/design.v
export SDC_FILE = /design/flow/constraint.sdc
export NUM_CORES = 4
export LEC_CHECK = 1
export CORE_UTILIZATION = 30
```
`design/flow/constraint.sdc`:
```
current_design Partial_sum_adder

set clk_period 9.0
set clk_io_pct 0.2

create_clock -name clk0 -period $clk_period [get_ports {clk}]

set non_clock_inputs [all_inputs -no_clocks]
set_input_delay [expr $clk_period * $clk_io_pct] -clock clk0 $non_clock_inputs
set_output_delay [expr $clk_period * $clk_io_pct] -clock clk0 [all_outputs]
```
`design/flow/design.v`:
```
`timescale 1ns/100ps
module Partial_sum_adder (
    input clk,
    input rst_n,
    input [33:0] in_data,
    input in_valid,
    output reg in_ready,
    output reg [33:0] out_data,
    output reg out_valid
);
parameter adder_number     = 2'b00;
parameter adder3_num       = 2'b10;
parameter WIDTH            = 34;
parameter memb_p_WIDTH     = 8;
parameter threshold        = 16;
parameter PE1_addr         = 4'b0010;
parameter PE2_addr         = 4'b0110;
parameter PE3_addr         = 4'b1010;
parameter Adder_addr       = 4'b0110;
parameter Mem_addr         = 4'b0000;
parameter WR_addr          = 4'b0000;
parameter Out_to_Mem_zeros = 20'b0;
parameter MP_to_Mem_zeros  = 16'b0;
parameter count_number     = 2'b10;
parameter done_signal      = 4'b1111;
parameter mem_p_type       = 2'b10;
parameter output_spike_type= 2'b11;
reg [7:0] partial_PE1, partial_PE2, partial_PE3, membrane_potential;
reg output_spike;
reg [1:0] count;
reg first_time;
reg [1:0] receive_count;
reg [33:0] input_buffer [0:3];  
reg process_start;
integer i;
typedef enum reg [1:0] {
    IDLE,
    RECEIVE,
    PROCESS,
    SEND
} state_t;
state_t current_state, next_state;
always @(posedge clk or negedge rst_n) begin
    if (!rst_n) begin
        current_state <= IDLE;
    end else begin
        current_state <= next_state;
    end
end
always @(*) begin
    case (current_state)
        IDLE:     next_state = in_valid ? RECEIVE : IDLE;
        RECEIVE:  next_state = (receive_count == 2'd3) ? PROCESS : RECEIVE;
        PROCESS:  next_state = SEND;
        SEND:     next_state = IDLE;
        default:  next_state = IDLE;
    endcase
end
always @(posedge clk or negedge rst_n) begin
    if (!rst_n) begin
        receive_count     <= 0;
        process_start     <= 0;
        count             <= 0;
        first_time        <= 0;
        in_ready          <= 1;
        out_valid         <= 0;
        output_spike      <= 0;
        membrane_potential<= 0;
    end else begin
        case (current_state)
            IDLE: begin
                receive_count <= 0;
                in_ready <= 1;
                out_valid <= 0;
            end
            RECEIVE: begin
                if (in_valid && in_ready) begin
                    input_buffer[receive_count] <= in_data;
                    receive_count <= receive_count + 1;
                end
            end
            PROCESS: begin
                for (i = 0; i < 4; i = i + 1) begin
                    case (input_buffer[i][33:30])
                        PE1_addr: partial_PE1 = input_buffer[i][7:0];
                        PE2_addr: partial_PE2 = input_buffer[i][7:0];
                        PE3_addr: partial_PE3 = input_buffer[i][7:0];
                        WR_addr: begin
                            if (input_buffer[i][25:24] == mem_p_type)
                                membrane_potential = input_buffer[i][7:0];
                        end
                    endcase
                end
                if (first_time)
                    membrane_potential = membrane_potential + partial_PE1 + partial_PE2 + partial_PE3;
                else
                    membrane_potential = partial_PE1 + partial_PE2 + partial_PE3;
                if (membrane_potential >= threshold) begin
                    output_spike = 1;
                    membrane_potential = membrane_potential - threshold;
                end else begin
                    output_spike = 0;
                end
            end
            SEND: begin
                out_data = {Adder_addr, Mem_addr, mem_p_type, MP_to_Mem_zeros, membrane_potential};
                out_valid = 1;
                if (output_spike) begin
                    out_data = {Adder_addr, Mem_addr, output_spike_type, Out_to_Mem_zeros, {count, adder_number}};
                    out_valid = 1;
                end
                if (adder_number == adder3_num) begin
                    out_data = {Adder_addr, Mem_addr, output_spike_type, Out_to_Mem_zeros, done_signal};
                    out_valid = 1;
                end
                count <= count + 1;
                if (count > count_number) begin
                    count <= 0;
                    first_time <= 1;
                end
            end
        endcase
    end
end
endmodule
```
`design/flow/run.sh`:
```
#!/bin/bash
# OpenROAD 26Q1-2900-gdf79404cd8, Yosys 0.63+post, stock flow scripts
make -C /OpenROAD-flow-scripts/flow DESIGN_CONFIG=/design/flow/config.mk WORK_HOME=/design/flow/orfs finish
```
==> flow_summary.json <==
{
  "fin_hold_ws_ns": 0.423,
  "postCtsSetupBuffers": 0,
  "synthArstFlopShare_pct": 17.6,
  "powerDensity_nw_per_um2": 307,
  "clk-insertion-delay-late_ns": 0.35,
  "pre_cts_ws_ns": 3.39,
  "slew_headroom_pct": 52.1,
  "fin_cells": 896,
  "detailed_place_hpwl_mm": 9.77,
  "ir_drop_mv": 0.160,
  "num_rows": 53,
  "cp_cell_sequence": "and4bb_1 > mux2i_1 > a211oi_1 > a21oi_1 > o21ai_0 > inv_1 > fa_1 > fa_1 > inv_1 > ha_1 > fa_1 > a211oi_1 > o21bai_1 > a21oi_1 > xnor2_1 > xnor2_1 > a21o_1 > xnor2_2 > mux2_4 > o21ai_2",
  "tool_warnings": 49,
  "rsz0062_at_grt": "false",
  "drive_gt1_share_pct": 10.6,
  "yosys.area.top_type": "edfxtp_1",
  "finalSetupViolCount": 0,
  "io_pins": 73,
  "ys_types": 67,
  "antenna_found_initial": 0,
  "gr-usage-met2_pct": 22.9,
  "grt_max_degree": 25,
  "globalplace.congestion": 0.828,
  "crit_type": "register to register",
  "synth-cells-yosys": 584,
  "io_buffers": 26,
  "design.core.area_um2": 21100,
  "synth.most_common_cell": "edfxtp_1",
  "syn_to_final_growth_pct": 12.6,
  "topCellsByArea": "edfxtp_1, dfrtp_1, mux2i_1",
  "met3_usage_pct": 3.34,
  "status": "finished, final reports clean",
  "hold_viol_final": 0,
  "dp.cells": 880,
  "htree_levels": 3,
  "grt_pass1_wl_mm": 22.3,
  "route.detailed.drc": 0,
  "die_w_um": 149,
  "common_cells": "edfxtp_1, inv_1, nor2_1",
  "vias": 4207,
  "cts.sink_count": 108,
  "syn_avg_cell_area_um2": 11.1,
  "worst_hold_path_type": "register to register",
  "cts_hold_buf": 0,
  "cp.required_ns": 9.28,
  "avgRoutedWirePerCell_um": 15.6,
  "busiest_layer": "met2",
  "fp_util_pct": 30.7,
  "diodes": 0,
  "arrival_ns": 5.85,
  "synth-edff-count": 89,
  "skew_ns": 0.00680,
  "antenna_left": 0,
  "synthCells": 584,
  "grt_usage_pct": 13.8,
  "cts_made_buffers": 9,
  "setup_ws_ns": 3.43,
  "cts_tree": "done",
  "dieArea_um2": 22200,
  "clkSlewWorstSetupHoldPaths_ns": 0.08,
  "ys.flops": 108,
  "crit_path_end_kind": "register",
  "yosysTopAreaCellShare_pct": 41.3,
  "final_max_slew_viol_count": 0,
  "slowest_stage": "and4bb_1",
  "overflow": 0,
  "drt_wl_total_mm": 13.9,
  "cpMostUsedCell": "fa_1",
  "grt_pass1_vias": 4091,
  "drt_iter0_markers": 308,
  "cts_root_buffer": "clkbuf_16",
  "ys_area_um2": 6480,
  "drt-pass1-iter-count": 6,
  "cts_max_path_buffers": 2,
  "use_met1_pct": 19.2,
  "tightest_slew_ns": 0.718,
  "p_leak_nw": 2.83,
  "ff2ff_setup_slack_ns": 3.43,
  "drv_cap": 0,
  "start_kind": "register",
  "yosysWarnings": 2,
  "worstPathMaxFanout": 8,
  "tns_ns": 0,
  "flop_cell": "edfxtp_1",
  "fin_crit_sh_pct": 61.9,
  "viasPerCell": 4.70,
  "postCtsResizedCells": 0,
  "syn_area_um2": 6480,
  "cpPeakStageDelay_ns": 0.71,
  "fmaxAchievable_mhz": 180,
  "min_period_ns": 5.57,
  "ys_seq_share_pct": 48.6,
  "die_y_um": 149
}
[final cells by class]
cell class	instances	area [um2]
tap	275	344
clock inverter	7	57.6
clock buffer	9	225
timing repair buffer	44	395
sequential	108	3150
multi-input combinational	396	2900
fill	2106	13800
inverter	57	214
[worst max-delay path, delay by kind of cell, from the launching register on]
family,cells,cell delay [ns]
XOR/XNOR,3,0.56
multiplexers,2,0.50
AND/OR/NAND/NOR,1,0.71
AND-OR/OR-AND,8,1.45
flip-flops,1,0.43
adder cells (fa/ha/maj),4,1.74
buffers and inverters,2,0.14
[per-layer routing]
layer,up-vias,wire (um)
li1,2095,-
met1,1988,6030
met2,111,6800
met3,13,843
met4,0,261
met5,-,0
[metrics by stage]
stage	util (%)	instance area (um2)	power [mW]
floorplan	-	6570	1.63
global placement	33.2	7010	1.87
detailed placement	33.2	7010	1.88
CTS	34.6	7290	2.26
global route	34.6	7290	2.45
finish	34.6	7290	2.23
[power breakdown]
| part | switching, mW | internal [mW] | leakage (nW) |
|---|---|---|---|
| clock network | 0.189 | 0.192 | 0.136 |
| logic | 0.596 | 0.535 | 1.64 |
| registers | 0.0677 | 0.655 | 1.06 |
[placed cells by master (no fill, tap or decap), drive strengths merged, types with 3 or more instances in the layout]
| master | netlist | routed |
|---|---|---|
| a211oi | 33 | 33 |
| a21o | 8 | 8 |
| a21oi | 43 | 43 |
| and2 | 8 | 8 |
| buf | 30 | 18 |
| clkbuf | 17 | 9 |
| clkdlybuf4s50 | 0 | 26 |
| conb | 2 | 26 |
| dfrtp | 18 | 18 |
| edfxtp | 89 | 89 |
| fa | 15 | 15 |
| ha | 20 | 20 |
| inv | 57 | 61 |
| mux2 | 9 | 9 |
| mux2i | 33 | 33 |
| nand2 | 38 | 38 |
| nand2b | 5 | 5 |
| nand3 | 3 | 3 |
| nand3b | 3 | 3 |
| nor2 | 50 | 50 |
| nor2b | 8 | 8 |
| nor3 | 6 | 6 |
| nor3b | 7 | 7 |
| nor4b | 4 | 4 |
| o21a | 14 | 14 |
| o21ai | 22 | 22 |
| o31ai | 3 | 3 |
| xnor2 | 11 | 11 |
[sequential cells by signal, indices dropped and copies added, names as in the netlist]
name and flops:
input_buffer 56, out_data 9, membrane_potential 8, partial_PE1 8, partial_PE2 8, partial_PE3 8
current_state 4, count 2, receive_count 2, first_time 1, out_valid 1, output_spike 1
[logic make-up (layout without fill, tap and decap cells)]
| kind of cell | count (synthesis) | in the layout | share of synthesized area, % |
|---|---|---|---|
| other | 2 | 26 | 0.116 |
| adders and majority gates | 35 | 35 | 8.50 |
| buffers and inverters | 104 | 117 | 8.09 |
| AOI/OAI and AO/OA | 136 | 136 | 13.9 |
| muxes | 42 | 42 | 6.90 |
| DFF | 108 | 108 | 48.6 |
| xor gates and xnor gates | 13 | 13 | 1.87 |
| and+or+nand+nor | 144 | 144 | 12.0 |
[worst paths after layout]
check	startpoint	end	cells after the start
setup / recovery	input_buffer[0][33]	membrane_potential[7]	20
hold / removal	current_state[1]	current_state[3]	0
setup reg to reg	input_buffer[0][33]	membrane_potential[7]	20
hold reg to reg	current_state[1]	current_state[3]	0
max in group asynchronous	rst_n	current_state[0]	2
min in group asynchronous	rst_n	membrane_potential[4]	2
Power figures rest on the tool's default switching activity, not on a simulated workload.

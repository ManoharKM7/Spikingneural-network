===== ./constraint.sdc =====
current_design pe_combined

set clk_period 4.6
set clk_io_pct 0.2

create_clock -name clk0 -period $clk_period [get_ports {clk}]

set non_clock_inputs [all_inputs -no_clocks]
set_input_delay [expr $clk_period * $clk_io_pct] -clock clk0 $non_clock_inputs
set_output_delay [expr $clk_period * $clk_io_pct] -clock clk0 [all_outputs]

===== ./run.sh =====
#!/bin/bash
# OpenROAD 26Q1-2900-gdf79404cd8, Yosys 0.63+post, stock flow scripts
make -C /OpenROAD-flow-scripts/flow DESIGN_CONFIG=/design/flow/config.mk WORK_HOME=/design/flow/orfs finish

===== ./config.mk =====
export PLATFORM = sky130hd
export DESIGN_NAME = pe_combined
export DESIGN_NICKNAME = pe_combined
export VERILOG_FILES = /design/flow/design.v
export SDC_FILE = /design/flow/constraint.sdc
export NUM_CORES = 4
export LEC_CHECK = 1
export CORE_UTILIZATION = 30

===== ./design.v =====
module pe_combined(
    input clk,
    input rst,
    input [33:0] packet_in,
    output reg [33:0] packet_out
);
parameter WIDTH = 34;
parameter WIDTH_filter = 24;
parameter WIDTH_ifmap = 5;
parameter WIDTH_addr = 4;
parameter WIDTH_unit = 8;
parameter range = 2;
parameter input_type = 2'b00;
parameter kernel_type = 2'b01;
parameter mem_type = 2'b10;
parameter FL = 2;
parameter BL = 1;
parameter PE1_addr = 4'b0010;
parameter PE2_addr = 4'b0110;
parameter PE3_addr = 4'b1010;
parameter adder1_addr = 4'b0001;
parameter adder2_addr = 4'b0101;
parameter adder3_addr = 4'b1001;
reg [WIDTH-1:0] value;
reg [WIDTH_filter-1:0] filter_value;
reg [WIDTH_ifmap-1:0] ifmap_value, ifmap_value_old;
reg [WIDTH_unit-1:0] filter_unit;
reg ifmap_bit;
reg [WIDTH_addr-1:0] addr_value;
reg [7:0] mul_out, adder_sum, acc_value, split_input, final_result;
reg [1:0] flag;  
reg [1:0] count;  
reg [33:0] packet_value;
reg [3:0] i = 0;
reg [3:0] j = 0;
reg [3:0] state;
localparam IDLE=0, RECEIVE=1, PROCESS_IFMAP=2, PROCESS_FILTER=3,
           MULTIPLY=4, ADD=5, SPLIT=6, ACCUMULATE=7, PACKETIZE=8;
always @(posedge clk or posedge rst) begin
    if (rst) begin
        state <= IDLE;
        packet_out <= 0;
        flag <= 0;
        acc_value <= 0;
    end else begin
        case(state)
            IDLE: begin
                state <= RECEIVE;
            end
            RECEIVE: begin
                value <= packet_in;
                addr_value <= packet_in[WIDTH-5:WIDTH-8];
                if (packet_in[WIDTH-9:WIDTH-10] == input_type) begin
                    ifmap_value <= packet_in[WIDTH-30:0];
                    state <= PROCESS_IFMAP;
                end else if (packet_in[WIDTH-9:WIDTH-10] == kernel_type) begin
                    filter_value <= packet_in[WIDTH-11:0];
                    state <= PROCESS_FILTER;
                end
            end
            PROCESS_IFMAP: begin
                flag <= flag + 1;
                if (flag >= 2) begin
                    ifmap_value_old <= ifmap_value;
                end
                i <= 0;
                j <= 0;
                state <= MULTIPLY;
            end
            PROCESS_FILTER: begin
                case(i)
                    0: filter_unit <= filter_value[7:0];
                    1: filter_unit <= filter_value[15:8];
                    2: filter_unit <= filter_value[23:16];
                endcase
                state <= MULTIPLY;
            end
            MULTIPLY: begin
                ifmap_bit <= ifmap_value[i];
                mul_out <= filter_unit * ifmap_bit;
                state <= ADD;
            end
            ADD: begin
                adder_sum <= mul_out + acc_value;
                state <= SPLIT;
            end
            SPLIT: begin
                if (j == range) begin
                    final_result <= adder_sum;
                    acc_value <= 0;
                    state <= PACKETIZE;
                end else begin
                    acc_value <= adder_sum;
                    i <= i + 1;
                    if (i == range) begin
                        i <= 0;
                        j <= j + 1;
                    end
                    state <= MULTIPLY;
                end
            end
            PACKETIZE: begin
                case(j)
                    0: packet_value = {addr_value, adder1_addr, mem_type, 16'b0, final_result};
                    1: packet_value = {addr_value, adder2_addr, mem_type, 16'b0, final_result};
                    2: packet_value = {addr_value, adder3_addr, mem_type, 16'b0, final_result};
                endcase
                packet_out <= packet_value;
                if (addr_value == PE2_addr)
                    packet_out <= {addr_value, PE1_addr, input_type, 18'b0, ifmap_value_old};
                else if (addr_value == PE3_addr)
                    packet_out <= {addr_value, PE2_addr, input_type, 18'b0, ifmap_value_old};
                state <= IDLE;
            end
            default: state <= IDLE;
        endcase
    end
end
endmodule

==> summary.txt <==
yosys + openroad results -> outcome=complete, no violations, crit end category=flop, pin count of the biggest net entering global routing=53, FP Core Util=0.308, Gate Count Post-Synth=406, Top cell excl fill/tap=edfxtp_1, RSZ-0062 raised after global routing=no, post-route ant nets=0, Post-synth seq share=0.724, CTS root buf=clkbuf_16, max_cap viols=0, Mapped Area=6480 um2, Final min period=2.70 ns, CTS HTree Levels=4, Placed Cells incl. Taps=740, Total Wirelength=10.7 mm, GRT overflow=0, TritonRoute pass-1 iters=6, PD cells=372 nW/um2, fmax=0.370 GHz, num rows=53, Area growth syn-to-layout=24.4%, setup TNS=0 ns, Final Core Density=0.383, maximum VDD drop=242 uV, Slew @ Worst Pin=0.768 ns, GPL Wtd Cong=0.792, leak pwr=3.11 nW, Layout Skew=0.0101 ns, count of tool warnings=35, PostCTS Resize Cnt=0, first-pass GRT wire length=18.3 mm, CP Launch Type=primary input, post-CTS setup buffers=0, distinct lib cells=45, final hold violation count=0, Max-area cell share=0.523, share of cells above drive strength 1=0.117, mux contribution to synthesized area=0.0264, CP Class=in2reg, area post-placement=7480 um2, Tot Pwr=3.00 mW, clock buffer count from CTS=17, Relative slew margins=0.488, Post-synth regs=165, Ys Warns=1, Largest cells by area=edfxtp_1 (52%), dfrtp_1 (20%), a22o_1 (5.4%), vias per cell=4.50, Synth logic family=AND-OR/OR-AND gates, Mapped Avg Cell Area=16.0 um2, Worst Setup SP=rst, clock buffer depth=2, Hold Path Cell Cnt=0, WP data required=4.64 ns, clk sink count=165, Hold Path Origin=state[6]$_DFF_PP0_, reg-to-reg slack, setup=2.22 ns, DR DRC count=0, design area=8070 um2, Worst R2R End=packet_out[2]$_DFFE_PP0P_, cts hold-fix bufs=0, clock-pin slew on the worst setup and hold paths=0.06 ns, Synth area leader=edfxtp_1, routed vias=3471, vias in the first global route=3520, Total Routing Usage GR=0.109, hpwl dp=7.24 mm, core area=21100 um2, Critical R2R Launch=j[0]$_SDFFCE_PN0P_, endpoints failing setup=0, Final Cycle Share=0.588, area fraction in xor and xnor cells=0.0135, antenna violations before repair=0, max-slew violations=0, # Cells Yosys=406, clock latency (worst-skew pair)=0.41 ns, area of the die=22200 um2, initial drt markers=117, area fraction in compound gates=0.111, Post-Synth Simple-Gate Area=0.0729, DR WL/cell=13.9 um, yosys adder share=0.0340, die height=149 um, fillers=1897, IO buf count=65, Yosys Chip Area=6480 um2, most numerous logic cells after layout=edfxtp_1 (113), clkdlybuf4s50_1 (65), dfrtp_1 (51), a22o_1 (40), and2_1 (29), arrival time worst endpoint=2.74 ns, crit-path max FO=9, Top Ports=70, Final Non-Filler Cells=772, Inserted Diodes=0, worst hold-check path type=reg2reg, Die W=149 um, Hold Path End=state[4]$_DFF_PP0_, Reg2Reg Depth=6, TritonCTS clock tree=built
## area by class of cell
cell class	instances	area (um2)	share of cell area
inverter	15	56.3	0.00698
sequential	165	4700	0.582
timing repair buffer	73	711	0.0881
clock buffer	19	443	0.0549
tap	275	344	0.0426
multi-input combinational	212	1680	0.208
clock inverter	13	145	0.0180
## critical path: stages
cell and delay (ns):
clkdlybuf4s50_1 0.62, nor2b_1 0.56, nor3b_1 0.64
## synthesized netlist by cell type (all sizes together)
library cell	count
nor3	4
buf	4
a21o	12
a21boi	1
o2bb2ai	3
and2	29
nor2	15
nand2b	6
dfrtp	51
mux4	1
xor2	5
o31ai	2
inv	15
mux2	12
nor2b	10
nor4bb	1
nor3b	2
edfxtp	113
nand2	5
or4	1
a41o	1
xnor2	5
a22o	40
o21ai	7
and3	2
mux2i	1
dfstp	1
clkbuf	10
a221o	5
nand3	4
o21a	2
or3	1
fa	1
o211ai	2
a211oi	1
o211a	1
o31a	1
ha	16
o22a	2
a21oi	9
and3b	2
## worst max-delay path by stage
stage                                      end  slack (ns)  depth (start not counted)
after CTS             ifmap_value[0]$_DFFE_PP_        1.84                          3
after global routing  ifmap_value[0]$_DFFE_PP_        1.70                          3
final                 ifmap_value[0]$_DFFE_PP_        1.90                          3
## routing by layer
metal,vias to the layer above,global-route usage,share of wire
li1,1686,-,-
met1,1687,0.175,0.48
met2,94,0.158,0.45
met3,4,0.0374,0.064
met4,0,0.0102,0.0055
met5,-,0,0
## cell families (layout without fill, tap and decap cells)
logic type	count (synthesis)	after routing
xor gates and xnor gates	10	10
DFF	165	165
AOI/OAI and AO/OA	89	89
and+or+nand+nor	82	82
adders and majority gates	17	17
muxes	14	14
buffers and inverters	29	120
## registers in the layout (all words and copies together) (netlist names)
| register | flops |
|---|---|
| state | 8 |
| packet_out | 34 |
| mul_out | 8 |
| filter_unit | 8 |
| i | 4 |
| j | 4 |
| filter_value | 24 |
| final_result | 8 |
| ifmap_bit | 1 |
| ifmap_value_old | 5 |
| acc_value | 8 |
| ifmap_value | 5 |
| addr_value | 4 |
| flag | 2 |
| packet_value | 34 |
| adder_sum | 8 |
## through the flow
step | hold slack (ns) | worst slack (ns)
CTS | 0.369 | 1.84
global placement | 0.357 | 1.52
global route | 0.384 | 1.70
detailed placement | 0.355 | 1.40
finish | 0.369 | 1.90
floorplan | 0.347 | 1.63
## power by group
group / switching, mW / internal, mW
clock: 0.565 / 0.822
combinational: 0.0153 / 0.0236
sequential: 0 / 1.58
total: 0.580 / 2.42
Power and IR drop assume default switching activity.

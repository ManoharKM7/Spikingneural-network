<file path="flow/design.v">
`timescale 1ns/1ps
module data_generator (
    input  wire        clk,
    input  wire        rst,
    output reg  [33:0] r_data,
    output reg         r_valid,
    input  wire        r_ready
);
    parameter WIDTH = 34;
    parameter FL = 2;
    parameter MAX = 50;
    reg [3:0] state = 0;
    reg [33:0] SendValue;
    reg [15:0] zeros = 16'b0000_0000_0000_0000;
    initial begin
        r_data = 0;
        r_valid = 0;
    end
    always @(posedge clk or posedge rst) begin
        if (rst) begin
            state <= 0;
            r_valid <= 0;
        end else begin
            case (state)
                0: begin
                    SendValue = {8'b1000_0100, 2'b10, {16{1'b0}}, 8'b0001_0011};  
                    r_valid <= 1;
                    r_data <= SendValue;
                    state <= 1;
                end
                1: if (r_ready) begin
                    SendValue = {8'b1001_0100, 2'b10, {16{1'b0}}, 8'b0000_1100};  
                    r_data <= SendValue;
                    state <= 2;
                end
                2: if (r_ready) begin
                    SendValue = {8'b1010_0100, 2'b10, {16{1'b0}}, 8'b0010_0111};  
                    r_data <= SendValue;
                    state <= 3;
                end
                3: if (r_ready) begin
                    SendValue = {8'b1000_0100, 2'b10, {16{1'b0}}, 8'b0001_0011};  
                    r_data <= SendValue;
                    state <= 4;
                end
                4: if (r_ready) begin
                    SendValue = {8'b1001_0100, 2'b10, {16{1'b0}}, 8'b0001_0011};  
                    r_data <= SendValue;
                    state <= 5;
                end
                5: if (r_ready) begin
                    SendValue = {8'b1010_0100, 2'b10, {16{1'b0}}, 8'b0000_1001};  
                    r_data <= SendValue;
                    state <= 6;
                end
                6: if (r_ready) begin
                    SendValue = {8'b1000_0100, 2'b10, {16{1'b0}}, 8'b0001_1011};  
                    r_data <= SendValue;
                    state <= 7;
                end
                7: if (r_ready) begin
                    SendValue = {8'b1001_0100, 2'b10, {16{1'b0}}, 8'b0000_1000};  
                    r_data <= SendValue;
                    state <= 8;
                end
                8: if (r_ready) begin
                    SendValue = {8'b1010_0100, 2'b10, {16{1'b0}}, 8'b0000_0000};  
                    r_data <= SendValue;
                    state <= 9;
                end
                9: if (r_ready) begin
                    r_valid <= 0;  
                    state <= 10;
                end
                default: begin
                    r_valid <= 0;
                end
            endcase
        end
    end
endmodule
</file>
<file path="flow/run.sh">
#!/bin/bash
# OpenROAD 26Q1-2900-gdf79404cd8, Yosys 0.63+post, stock flow scripts
make -C /OpenROAD-flow-scripts/flow DESIGN_CONFIG=/design/flow/config.mk WORK_HOME=/design/flow/orfs finish
</file>
<file path="flow/config.mk">
export PLATFORM = sky130hd
export DESIGN_NAME = data_generator
export DESIGN_NICKNAME = data_generator
export VERILOG_FILES = /design/flow/design.v
export SDC_FILE = /design/flow/constraint.sdc
export NUM_CORES = 4
export LEC_CHECK = 1
export CORE_AREA = 10 10 73 73
export DIE_AREA = 0 0 83 83
</file>
<file path="flow/constraint.sdc">
current_design data_generator

set clk_period 4.0
set clk_io_pct 0.2

create_clock -name clk0 -period $clk_period [get_ports {clk}]

set non_clock_inputs [all_inputs -no_clocks]
set_input_delay [expr $clk_period * $clk_io_pct] -clock clk0 $non_clock_inputs
set_output_delay [expr $clk_period * $clk_io_pct] -clock clk0 [all_outputs]
</file>
==> README.md <==
| Parameter | Value |
|:---|:---|
| Result of the run | finished, final reports clean |
| Worst Path Class, Setup | in -> reg |
| Cell total after placement | 137 |
| Setup clock skew after layout | 5.30 ps |
| Commonest non-fill, non-tap cell in the layout | conb_1 |
| Number of optimization iterations in the first detailed-route pass | 4 |
| Post-detailed-placement half-perimeter wirelength | 1.18 mm |
| Grt ovf | 0 |
| Min cycle time layout | 2370 ps |
| Final sum of negative setup slack | 0 ps |
| Die extent in x | 83 um |
| H-Tree Depth | 1 |
| Filler cell count in the final layout | 397 |
| Area of the mapped netlist | 882 um2 |
| Leakage | 0.371 nW |
| Arr. time, crit path | 2240 ps |
| Global-route usage over all layers | 3.83% |
| Setup repair after global routing missed its margin | false |
| Total die area | 0.00689 mm2 |
| Number of cell instances after yosys synthesis | 82 |
| Share of layout cells above drive strength 1 | 7.53% |
| Number of register bits inferred by synthesis | 14 |
| Cells after synthesis | 82 |
| Insertion delay of the later-clocked pin in the worst-skew pair | 240 ps |
| DR WL/cell | 10.4 um |
| Worst-path clk slew | 50 ps |
| Number of vias in the routed layout | 522 |
| Final wirelength | 1.46 mm |
| Worst slew slack as a fraction of its limit | 50.9% |
| Dominant register cell in the synthesized netlist | edfxtp_1 |
| Top fanout value on the critical path | 9 |
| Init Core Util | 23.6% |
| Largest net degree at the start of global routing | 16 |
| DRC violations left | 0 |
| Slew at the pin closest to its max-slew limit | 734 ps |
| Number of buffers added to fix hold violations after cts | 0 |
| Die Span Y | 83 um |
| Count of yosys warnings during synthesis | 1 |
| Synth async-reset ratio | 35.7% |
| IR drop worst, VDD | 0.293 mV |
| DRC marker count from the first detailed-route iteration | 17 |
| Count of standard-cell rows | 22 |
| P per Cell Area | 418 mW/mm2 |
| Standard cell with the maximum stage delay on the critical path | clkdlybuf4s50_1 |
| Hold violation count in the final report | 0 |
| OpenROAD warning count | 25 |
| Number of cells upsized or downsized after cts | 0 |
| TritonCTS Sinks | 14 |
| ANT cells | 0 |
| Cell-by-cell trace of the critical path | clkdlybuf4s50_1 -> nor2b_1 -> a21oi_1 -> nor2_1 |
| Via count of the first global-routing pass | 523 |
| Buffers on Ports | 14 |
| Number of ports placed on the die boundary | 38 |
| Mean cell area of the mapped netlist | 10.8 um2 |
| Data required time of the worst path | 3870 ps |
| Depth of the worst hold-timing path | 2 |
| Number of flops mapped to enable cells by yosys | 9 |
| Number of antenna violations at the first check in global routing | 0 |
| Routability congestion estimate | 0.780 |
| Final tally of setup violations | 0 |
| Number of buffers created by CTS | 3 |
| Core box area | 0.00374 mm2 |
| Number of standard cells in the layout, taps in and fillers out | 141 |
| Number of buffers inserted to repair setup after CTS | 0 |
| CTS tree | done |
| Wire length of the first global-routing pass | 2.33 mm |
| Worst hold path type | reg -> reg |
| Clock tree root buffer cell | clkbuf_8 |
| Worst setup SP type | input port |
| Startpoint of the tightest hold check path | r_valid$_DFFE_PP0P_ |
| Register-to-Register Path Depth | 3 |
| Layout overhead on the synthesized area | 12.1% |
| Worst reg2reg path startpoint | state[0]$_DFFE_PP0P_ |
| CP max stage delay | 570 ps |
| Final worst-path cycle share | 59.3% |
| Synth Seq Share | 44.8% |
| Number of slew-limit violations in the final report | 0 |
| Number of buffers between clock root and the deepest sink | 2 |
| DRT antenna net count | 0 |
| Worst flop-to-flop path endpoint | r_data[3]$_DFFE_PP_ |
| Most used cells in the layout excluding fill and tap cells | 24 x conb_1, 14 x clkdlybuf4s50_1, 9 x edfxtp_1 |
| Setup crit end kind | flop |
| Tally of max-capacitance violations | 0 |
| Register-to-Register Setup Slack | 2180 ps |
| Synth unique cells | 27 |
| Via density | 3.70 |
| Hold endpoint | r_valid$_DFFE_PP0P_ |
| Max Freq | 0.422 GHz |
| Area reported by Yosys stat | 882 um2 |
[report_power, final]
part | switching, W | total, W | internal (W)
combinational | 0.0000328 | 0.0000737 | 0.0000409
sequential | 0.0000584 | 0.000228 | 0.000170
clock | 0.0000431 | 0.000111 | 0.0000675
total | 0.000134 | 0.000413 | 0.000279
[area by class of cell]
cell class | count | area (um2) | area share (%)
sequential | 14 | 395 | 40.0
multi-input combinational | 59 | 340 | 34.4
timing repair buffer | 14 | 140 | 14.2
tap | 48 | 60.1 | 6.08
clock buffer | 3 | 41.3 | 4.18
inverter | 2 | 7.51 | 0.759
clock inverter | 1 | 3.75 | 0.380
[worst max-delay path by stage]
stage	from	end	slack, ps	cells past startpoint
after global routing	r_ready	r_data[28]$_DFFE_PP_	1530	4
after CTS	r_ready	r_data[3]$_DFFE_PP_	1670	4
final	r_ready	r_data[3]$_DFFE_PP_	1630	4
[flip-flops by register name, summed over array words and instances (netlist names)]
register and cells:
r_data 9, state 4, r_valid 1
[per-layer routing]
layer  vias to the layer above  track usage (%)  routed length [um]
li1                        252                -                   -
met1                       241             5.32                 747
met2                        29             5.10                 569
met3                         0             2.36                 145
met4                         0            0.308                   0
met5                         -                0                   0
[Yosys cell counts (all sizes together) (2+ instances only)]
library cell,n,area (um2)
buf,29,221
edfxtp,9,270
dfrtp,5,125
nand2b,4,32.5
nor2b,4,25.0
a21oi,3,15.0
nor2,3,11.3
nor3,3,20.0
xnor2,3,26.3
a31oi,2,12.5
conb,2,7.51
inv,2,7.51
nand3,2,10.0
[critical path, delay by kind of cell]
kind            cells  cell delay (ps)
buf+inv             1              570
simple gates        2              810
compound gates      1               60
[metrics by stage]
stage / cell area, um2 / setup slack, ps / hold WS [ps] / total power (W) / utilization, %
4_1_cts: 988 / 1670 / 572 / 0.000416 / 26.4
5_1_grt: 988 / 1530 / 607 / 0.000437 / 26.4
2_1_floorplan: 965 / 2180 / 502 / 0.000313 / -
6_report: 988 / 1630 / 562 / 0.000413 / 26.4
3_5_place_dp: 943 / 1410 / 564 / 0.000303 / 25.2
3_3_place_gp: 943 / 1470 / 555 / 0.000300 / 25.2
[kinds of logic after synthesis]
family / count (synthesis) / synth area share (%)
AND-OR/OR-AND: 13 / 10.9
XOR/XNOR: 3 / 2.98
buffers and inverters: 31 / 26.0
flip-flops: 14 / 44.8
multiplexers: 1 / 1.13
other: 2 / 0.851
AND/OR/NAND/NOR: 18 / 13.3
No activity file was given, so power comes from the tool's default toggle rates.
